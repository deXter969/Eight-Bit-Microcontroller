==> flow/design.v <==
module control_unit (
    output reg PC_E,
    output reg Acc_E,
    output reg SR_E,
    output reg IR_E,
    output reg DR_E,
    output reg PMem_E,
    output reg DMem_E,
    output reg DMem_WE,
    output reg ALU_E,
    output reg [3:0] ALU_Mode,
    output reg Mux1_Sel,
    output reg Mux2_Sel,
    output reg PMem_LE,
    input [3:0] statusRegister,
    input [11:0] InstructionRegister,
    input rst,
    input clk );
    parameter LOAD = 0, FETCH = 1, DECODE = 2, EXECUTE = 3;
    reg [1:0] state,next;
    always @(posedge clk) begin
        if (rst) state <= LOAD;
        else state <= next;
    end
    always @(*) begin
        PC_E = 0;
        PC_E = 0;
        Acc_E = 0;
        SR_E = 0;
        IR_E = 0;
        DR_E = 0;
        PMem_E = 0;
        DMem_E = 0;
        DMem_WE = 0;
        ALU_E = 0;
        ALU_Mode = 0;
        Mux1_Sel = 0;
        Mux2_Sel = 0;
        PMem_LE = 0;
        case (state)
            LOAD: begin
                next = rst?LOAD:FETCH;
                PMem_LE = 1;
            end
            FETCH: begin
                next = DECODE;
                IR_E = 1;
                PMem_E = 1;
            end
            DECODE: begin
                next = EXECUTE;
                if (InstructionRegister[11:9] == 3'b001) begin
                    DR_E = 1;
                    DMem_E = 1;
                end
            end
            EXECUTE: begin
                next = FETCH;
                PC_E = 1;
                if (InstructionRegister[11:8] == 4'b0000) begin
                    Mux1_Sel = 1;
                end
                else if(InstructionRegister[11:9] == 3'b001) begin
                    Acc_E = InstructionRegister[8];
                    SR_E = 1;
                    DMem_E = ~InstructionRegister[8];
                    DMem_WE = ~InstructionRegister[8];
                    Acc_E = 1;
                    ALU_Mode = InstructionRegister[7:4];
                    Mux1_Sel = 1;
                    Mux2_Sel = 1;
                end
                else if(InstructionRegister[11:10] == 2'b01) begin
                    Mux1_Sel = statusRegister[~InstructionRegister[9:8]];
                end
                else if(InstructionRegister[11] == 1'b1) begin
                    Acc_E = 1;
                    SR_E = 1;
                    ALU_E = 1;
                    ALU_Mode =  InstructionRegister[10:8];
                    Mux1_Sel = 1;
                end
            end
        endcase
    end
endmodule
==> flow/run.sh <==
#!/bin/bash
# OpenROAD 26Q1-2900-gdf79404cd8, Yosys 0.63+post, stock flow scripts
make -C /OpenROAD-flow-scripts/flow DESIGN_CONFIG=/design/flow/config.mk WORK_HOME=/design/flow/orfs finish
==> flow/config.mk <==
export PLATFORM = sky130hd
export DESIGN_NAME = control_unit
export DESIGN_NICKNAME = control_unit
export VERILOG_FILES = /design/flow/design.v
export SDC_FILE = /design/flow/constraint.sdc
export NUM_CORES = 4
export LEC_CHECK = 1
export CORE_AREA = 10 10 70 70
export DIE_AREA = 0 0 80 80
==> flow/constraint.sdc <==
current_design control_unit

set clk_period 1.5
set clk_io_pct 0.2

create_clock -name clk0 -period $clk_period [get_ports {clk}]

set non_clock_inputs [all_inputs -no_clocks]
set_input_delay [expr $clk_period * $clk_io_pct] -clock clk0 $non_clock_inputs
set_output_delay [expr $clk_period * $clk_io_pct] -clock clk0 [all_outputs]
==> flow_metrics.tcl <==
# implementation run metrics
set metrics [dict create \
    outcome "completed" \
    slew_headroom_pct 82.74 \
    final_util_pct 22.16 \
    coreArea_um2 3416 \
    slowest_delay_ns 0.40 \
    ff_type "dfxtp_1" \
    holdWs_ns 0.4961 \
    vias_per_cell 3.508 \
    syn-mean-instance-area_um2 7.782 \
    synth_area_leader_cell "dfxtp_1" \
    ys_warn_count 1 \
    drc 0 \
    worstPathMaxFanout 1 \
    crit_family "buffers and inverters" \
    cellLeakagePower_uw 0.0003772 \
    io_buffers 29 \
    edf_count 0 \
    maxCapViolations 0 \
    fmaxAchievable_mhz 691.3 \
    yosys.area.top_type_share_pct 25.10 \
    clock-skew-final_ns 0.003030 \
    crit_path_end_kind "output pin" \
    min_path_type "register to register" \
    largest_registers "state: 4 flops" \
    drive_above_1_share_pct 48.75 \
    grt_pass1_vias 460 \
    htree_levels 1 \
    warnings 30 \
    synth_cell_types 22 \
    crit_path_top_delay_cell "clkdlybuf4s50_1" \
    antenna_found_initial 0 \
    lay_top_count "buf_4" \
    clock_path_buffers 2 \
    drt_iter0_drc 8 \
    ys_cells 41 \
    syn_to_final_growth_pct 137.3 \
    path_class "primary input to output pin" \
    ys_chip_area_um2 319.1 \
    async_flop_share_pct 0 \
    overflow 0 \
    ant_nets 0 \
    numCtsBuffers 3 \
    timing.final.hold_violations 0 \
    die_y_um 80 \
    synthTopCellsByArea "dfxtp_1 (25%), nor2b_1 (7.8%), buf_4 (7.1%)" \
    rows 21 \
    grt_max_degree 9 \
    crit_chain "clkdlybuf4s50_1, mux2i_1, nand3_1, o311a_1, buf_2" \
    yosys.stat.seqShare_pct 25.10 \
    powerDensity_nw_per_um2 484.3 \
    grt_use_total_pct 4.448 \
    syn_area_um2 319.1 \
    top_register "state" \
    path_buffers 2 \
    critical_path_arrival_ns 1.15 \
    period_used_pct 96.43 \
    clkSinkCount 4 \
    lay_top_cells "buf_4 (10), dlygate4sd2_1 (8), clkdlybuf4s50_1 (7)" \
    grt_pass1_wl_mm 2.263 \
    io_pins 34 \
    clkLatencyLatePin_ns 0.24 \
    globalplace.congestion 0.7738 \
    cts_root_buffer "clkbuf_4" \
    largest_register_ffs 4 \
    fin_crit_ns 1.446 \
    ir_drop_mv 0.4116 \
    vias 442 \
    hold_buffers 0 \
    fp_util_pct 9.341 \
    setup_viol 0 \
    dpl.hpwl_mm 1.112 \
    numSynthFlops 4 \
    maxSlewViolCount 0 \
    synthesis.instances 41 \
    dieWidth_um 80 \
    worstPathRequired_ns 1.20 \
    drt_wl_total_mm 1.475 \
    routedWlPerCell_um 11.71 \
    drtPass1Iterations 4 \
    worst_pin_slew_ns 0.2586 \
    antenna_cells 0 \
    nFillCells 384 \
    cp-start-kind "primary input" \
    dieArea_um2 6400 \
    path_clk_slew_ns 0.04 \
    cts_tree "built" \
]
-- routing by layer --
metal  vias to the layer above  GRT usage (%)  wire length, um
met2                        34          5.217              445
li1                        216              -                -
met3                         2          3.068              224
met1                       190          6.520              796
met4                         0         0.3521                8
met5                         -              0                0
-- cell type report --
type | count | area (um2) | area share, %
repair buffers | 40 | 336.6 | 44.46
inverters | 3 | 11.26 | 1.488
multi-input cells | 30 | 242.7 | 32.07
well taps | 46 | 57.56 | 7.603
clock buffers | 3 | 22.52 | 2.975
flip-flops and latches | 4 | 86.33 | 11.40
-- cell families after synthesis --
family,synth area share [%]
simple gates,41.17
mux,3.137
buf+inv,12.15
compound gates,18.43
flops,25.10
-- where the power goes --
group	switching, uW	internal [uW]
Clock	48.4	89.8
Sequential	6.19	111
Combinational	39.8	70.9
Total	94.5	272
-- metrics by stage --
| step | cell area, um2 | cells | setup TNS, ns | power (uW) | worst slack [ns] |
|---|---|---|---|---|---|
| 2_1_floorplan | 319.1 | 41 | 0 | 150.1 | 0.3557 |
| 3_3_place_gp | 676.9 | 117 | -7.552 | 223.9 | -0.7155 |
| 3_5_place_dp | 676.9 | 117 | -7.561 | 223.8 | -0.7127 |
| 4_1_cts | 723.2 | 124 | -0.1083 | 368.6 | -0.1083 |
| 5_1_grt | 757.0 | 126 | -0.03131 | 393.7 | -0.01636 |
| 6_report | 757.0 | 126 | 0 | 366.6 | 0.05352 |
-- path summary, 6_finish.rpt --
path,startpoint,endpoint,slack [ns],cells after the start
max,statusRegister[1],Mux1_Sel,0.05,5
min,state[2],state[1],0.50,1
max reg2reg,state[3],state[2],0.76,3
min reg2reg,state[2],state[1],0.50,1
-- cells in the mapped netlist (2+ instances only) --
cell type,n
dfxtp_1,4
nor3_1,2
a21oi_1,3
nor2b_1,4
and3_1,2
and2_1,2
nor2_1,4
inv_1,3
buf_4,3
nand2_1,2
-- worst register-to-register path: cells and delay by family, from the launching register on --
family | cells | cell delay (ns)
buf+inv | 1 | 0.12
flops | 1 | 0.35
simple gates | 2 | 0.17
-- timing repair --
action / 4_1_cts / 5_1_grt
resized: 50 / 18
pin swaps: 10 / 6
buffers inserted: 4 / 2
endpoints found under the setup margin: 16 / 9
Power figures rest on the tool's default switching activity, not on a simulated workload.
