===== flow/config.mk =====
export PLATFORM = sky130hd
export DESIGN_NAME = program_memory
export DESIGN_NICKNAME = program_memory
export VERILOG_FILES = /design/flow/design.v
export SDC_FILE = /design/flow/constraint.sdc
export NUM_CORES = 4
export LEC_CHECK = 1
export CORE_UTILIZATION = 30

===== flow/constraint.sdc =====
current_design program_memory

set clk_period 13.0
set clk_io_pct 0.2

create_clock -name clk0 -period $clk_period [get_ports {clk}]

set non_clock_inputs [all_inputs -no_clocks]
set_input_delay [expr $clk_period * $clk_io_pct] -clock clk0 $non_clock_inputs
set_output_delay [expr $clk_period * $clk_io_pct] -clock clk0 [all_outputs]

===== flow/design.v =====
module program_memory #(
    parameter WIDTH = 12, 
    parameter DEPTH = 256 ) (
    output [WIDTH-1:0]instruction,
    input enable,
    input [$clog2(DEPTH)-1:0]address,
    input [WIDTH-1:0]load_instruction,
    input load_enable,
    input [$clog2(DEPTH)-1:0]load_address,
    input clk );
    reg [WIDTH-1:0]progMem[DEPTH-1:0];
    always @(posedge clk) begin
        if (load_enable) begin
            progMem[load_address] <= load_instruction;
        end
    end
    assign instruction = enable?progMem[address]:0;
endmodule

===== flow/run.sh =====
#!/bin/bash
# OpenROAD 26Q1-2900-gdf79404cd8, Yosys 0.63+post, stock flow scripts
make -C /OpenROAD-flow-scripts/flow DESIGN_CONFIG=/design/flow/config.mk WORK_HOME=/design/flow/orfs finish

==> results.toml <==
# yosys + openroad results
[outcome]
status = "finished, final reports clean"

[power_and_ir_drop]
power.net_switching_uw = 4350
cellLeakagePower_uw = 0.0425
power_frac_comb_pct = 5.0
ir_worst_vdd_uv = 109
power_density_mw_per_mm2 = 150
internal_power_uw = 16100
clock_power_share_pct = 41.7
swShare_pct = 21.3
pwr-share-seq_pct = 53.3

[floorplan]
io_pins = 43
die.size.y_um = 632
core-area_sq_mm = 0.393
die_width_um = 632
fp-row-count = 230
core_util_floorplan_pct = 30.2
floorplan.die_area_sq_mm = 0.399

[timing]
worst_slew_pin_slew_ns = 1.33
setup_tns_ns = 0
setup_slack_ns = 2.26
final_hold_viol_count = 0
number_of_max_slew_violations_in_the_final_report = 0
fmaxAchievable_mhz = 93.1
grt_setup_unrepaired = "no"
min_period_over_period_pct = 82.6
finalSetupViolations = 0
worst_max_slew_margin_expressed_relative_to_the_limit_pct = 11.2
finalCriticalPeriod_ns = 10.74

[worst_hold_path]
hold_end = "progMem[228][8]"
hold_path_class = "input pin to flip-flop"
worst_hold_startpoint = "load_instruction[8]"
min_delay_path_depth = 1

[cells_and_area]
final_common_cell = "sky130_fd_sc_hd__edfxtp_1"
layout_top_cells = "3072 x sky130_fd_sc_hd__edfxtp_1, 647 x sky130_fd_sc_hd__mux4_2, 419 x sky130_fd_sc_hd__buf_4"
area_added_between_synthesis_and_finish_pct = 15.2
largest_register = "progMem"
fillCellCount = 35497
final_layout_size_suffix_gt1_share_pct = 25.1
largest_register_ffs = 3072
largest_registers = "progMem (3072)"

[synthesis]
synth.yosys.warnings = 1
instance_tally_after_logic_synthesis = 5506
synth.top_cell.area_share_pct = 77.6
yosys-stat-area_sq_mm = 0.119
yosysCellCount = 5506
area_leaders = "sky130_fd_sc_hd__edfxtp_1 78%, sky130_fd_sc_hd__mux4_2 12%, sky130_fd_sc_hd__mux2i_1 2.8%, sky130_fd_sc_hd__o221ai_1 1.0%, sky130_fd_sc_hd__nor2_1 0.89%"
mappedNetlistArea_sq_mm = 0.119
synth_flops = 3072
post_synthesis_cell_type_count = 55
synth_top_cell_by_area = "sky130_fd_sc_hd__edfxtp_1"
syn-mean-instance-area_sq_um = 21.6
synth-seq-area-share_pct = 77.6

[clocking]
cts_resized = 0
cts-htree-levels = 5
numCtsBuffers = 306
cts.hold.buffers_added = 0
cts.clk_slew.worst_paths_ns = 0.06
clkSinkCount = 3072
ctsRootBufferMaster = "sky130_fd_sc_hd__clkbuf_16"
cts.repair_timing.setup_buffer_count = 0
cts_max_path_buffers = 4
cts_tree = "yes"

[critical_path]
critPathCaptureType = "output port"
setup_crit_start_kind = "input pin"
path_class = "input pin to output port"
data_required_time_of_the_worst_path_ns = 10.40
crit_fanout = 66
worstPathArrival_ns = 8.14

[routing]
first_iter_violations = 4137
final_routed_wirelength_um = 312000
drc = 0
avgViaCountPerCell = 5.07
detailroute.via_count = 57792
ant_nets = 0
first_pass_iters = 6
final_routed_wire_length_divided_by_cell_count_um = 27.4

[global_routing]
grt_util_all_layers_pct = 16.8
grt_antenna_before_repair = 12
grt_pass1_vias = 63160
grt_max_degree = 113
first_pass_grt_wire_length_um = 449000
global_route.overflow_total = 0

[flow_run]
maximum_capacitance_violations = 0
tool_warnings = 29

[place]
finalWeightedCongestion = 0.893
detailedPlace.worstSlack_ns = 1.95
hpwlAfterDp_um = 193000
count_of_input_and_output_buffers = 42
-- worst max path at each step --
stage              start               to  slack (ns)  depth (start not counted)
finish        address[0]   instruction[8]        2.26                         12
global route  address[0]   instruction[8]        1.92                         12
CTS           address[1]  instruction[11]        1.94                         11
-- cell families after synthesis --
group | count (synthesis) | share of synthesized area, %
buffers and inverters | 344 | 1.73
flip-flops | 3072 | 77.6
AND-OR/OR-AND | 553 | 3.42
AND/OR/NAND/NOR | 533 | 1.96
multiplexers | 1004 | 15.3
-- stage by stage --
step	hold slack, ns	util [%]	cell area (sq um)	power [uW]	cells
final	2.14	34.8	137000	20500	11409
after global routing	2.16	34.8	137000	21100	11404
after CTS	2.11	34.8	137000	20600	11402
after detailed placement	3.05	32.4	127000	12200	10857
after global placement	3.04	32.4	127000	12100	10857
after floorplan	2.70	-	119000	11700	5506
-- layer usage --
layer	vias up	wire length (um)	global-route usage [%]
met4	18	12400	5.16
met3	503	55400	13.7
met1	29406	97600	17.7
met2	3693	146000	25.3
met5	-	599	1.14
li1	24172	-	-
-- Yosys cell counts, drive strengths merged --
cell type,n
or3b,3
o22ai,87
a311oi,14
and3,4
a2111oi,7
or3,2
a31oi,8
nand3,51
o221ai,141
and2,14
nor3b,3
nor2,281
nor3,7
a211oi,54
o211ai,9
o2111ai,10
inv,2
o21bai,4
a21boi,10
or2,5
clkbuf,174
nor2b,27
buf,168
a22o,6
o21ai,27
nor4,3
edfxtp,3072
nor4b,2
nand3b,1
mux2i,337
a21o,1
a22oi,69
nand2,105
o22a,10
nand2b,9
mux2,20
nand4,13
a221o,5
nand4b,1
nor4bb,2
o32ai,10
a221oi,9
mux4,647
a21oi,72
-- power groups by stage --
stage	combinational, uW	clock (uW)	sequential (uW)
finish	1020	8530	10900
global route	1090	9060	10900
CTS	1030	8680	10900
-- final cells by class --
class / count / area (sq um) / area share [%]
antenna: 7 / 17.5 / 0.0128
clock buffer: 378 / 7990 / 5.83
clock inverter: 167 / 1600 / 1.17
inverter: 2 / 12.5 / 0.00914
multi-input combinational: 2090 / 24700 / 18.0
sequential: 3072 / 92200 / 67.4
tap: 5220 / 6530 / 4.77
timing repair buffer: 473 / 3900 / 2.85
-- critical path: stages --
cell,delay (ns)
sky130_fd_sc_hd__buf_16,0.36
sky130_fd_sc_hd__buf_12,0.39
sky130_fd_sc_hd__buf_4,0.58
sky130_fd_sc_hd__buf_4,0.68
sky130_fd_sc_hd__mux2i_1,0.28
sky130_fd_sc_hd__o221ai_1,0.29
sky130_fd_sc_hd__o22ai_1,0.24
sky130_fd_sc_hd__a211oi_1,0.07
sky130_fd_sc_hd__a211oi_1,1.00
sky130_fd_sc_hd__o22ai_1,0.74
sky130_fd_sc_hd__buf_4,0.35
sky130_fd_sc_hd__clkdlybuf4s50_1,0.41
Power figures rest on the tool's default switching activity, not on a simulated workload.
