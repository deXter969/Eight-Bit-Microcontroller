==> config.mk <==
export PLATFORM = sky130hd
export DESIGN_NAME = data_memory
export DESIGN_NICKNAME = data_memory
export VERILOG_FILES = /design/flow/design.v
export SDC_FILE = /design/flow/constraint.sdc
export NUM_CORES = 4
export LEC_CHECK = 1
export CORE_UTILIZATION = 40
==> constraint.sdc <==
current_design data_memory

set clk_period 1.9
set clk_io_pct 0.2

create_clock -name clk0 -period $clk_period [get_ports {clk}]

set non_clock_inputs [all_inputs -no_clocks]
set_input_delay [expr $clk_period * $clk_io_pct] -clock clk0 $non_clock_inputs
set_output_delay [expr $clk_period * $clk_io_pct] -clock clk0 [all_outputs]
==> design.v <==
module data_memory #(
    parameter WIDTH = 8, 
    parameter DEPTH = 16 ) (
    output [WIDTH-1:0] data_out,
    input enable,
    input write_enable,
    input [$clog2(DEPTH)-1:0] address,
    input [WIDTH-1:0] data_in,
    input clk );
    reg [WIDTH-1:0]dataMem[DEPTH-1:0];
    always @(posedge clk) begin
        if(enable && write_enable) dataMem[address] <= data_in;
    end
    assign data_out = enable?dataMem[address]:0;
endmodule
==> run.sh <==
#!/bin/bash
# OpenROAD 26Q1-2900-gdf79404cd8, Yosys 0.63+post, stock flow scripts
make -C /OpenROAD-flow-scripts/flow DESIGN_CONFIG=/design/flow/config.mk WORK_HOME=/design/flow/orfs finish
==> GITHUB_STEP_SUMMARY <==
## PnR job results

| Metric | Value |
|---|---|
| Pwr/cell area | `1030 nW/um2` |
| Worst path required time | `roughly 1500 ps` |
| Vias in the first global route | `3018` |
| First-pass DRT Iterations | `4` |
| HPWL Detailed | `7.04 mm` |
| Synth async-reset ratio | `0` |
| WL final | `approximately 11 mm` |
| Core Box Area | `12300 um2` |
| Yosys reg bits | `about 130` |
| Row Count | `about 40` |
| Status | `complete, but fails checks` |
| RSZ-0062 raised after global routing | `true` |
| Sw Pwr | `around 1.3 mW` |
| I/O pin count | `23` |
| Worst Hold Class | `in -> reg` |
| CP Max Fanout | `1` |
| Hold Vio Cnt, Final | `0` |
| Ys cells | `~270` |
| Sequential share of power | `0.476` |
| RePlAce Congestion | `a little under 0.9` |
| Log Warnings | `28` |
| Fin worst setup slack | `-196 ps` |
| Sequential fraction of the synthesis area | `0.750` |
| Port bufs | `22` |
| Internal power | `5.35 mW` |
| Residual DRC | `0` |
| Global route overflow | `0` |
| Root cell of the clock tree | `clkbuf_16` |
| Crit Path Class | `reg -> out` |
| Min cycle time layout | `approximately 2100 ps` |
| CTS tree | `built` |
| Die height | `approximately 120 um` |
| ANT cells | `0` |
| Yosys Warn Count | `1` |
| Fillers | `roughly 970` |
| Die width | `between 100 and 150 um` |
| Fin crit share | `1.10` |
| Violated checks | `setup timing` |
| Hold slack | `711 ps` |
| Clock Path Buffers | `2` |
| Vias/cell | `5.18` |
| Combinational power share | `0.061` |
| Area Overhead vs Synth | `25.8%` |
| Worst Setup Start Kind | `register` |
| Pre-CTS setup slack | `-856 ps` |
| Most flops, register | `dataMem` |
| Chip area | `about 13000 um2` |
| Top Registers | `dataMem: 128 flops` |
| Yosys stat chip area | `roughly 5000 um2` |
| Register Area | `approximately 3800 um2` |
| H-tree levels | `4` |
| Pleak | `between 2 and 2.5 nW` |
| Largest net degree at the start of global routing | `17` |
| Measured slew at the worst slew-check pin | `about 650 ps` |
| Clock buffer count from CTS | `17` |
| Vias | `about 2700` |
| GRT Util Overall | `0.201` |
| DR iter-0 viols | `approximately 210` |
| Maxcap violations | `0` |
| Routed Antenna Nets | `0` |
| Max Clk Rate | `between 400 and 500 MHz` |
| Switch share | `0.192` |
| Cells after synthesis | `266` |
| Setup tns final | `-1300 ps` |
| Global-route wire length before repair | `17.1 mm` |
| MI comb area | `about 1200 um2` |
| Yosys cell types | `23` |
| Clk network pwr share | `0.462` |
| Peak VDD IR | `roughly 1100 uV` |
| Largest register FFs | `128` |
| WL/cell | `between 20 and 25 um` |
| Share of layout cells above drive strength 1 | `0.342` |
| Synthesized area per cell | `a little under 20 um2` |
| CTS clk-pin slew, worst paths | `approximately 50 ps` |
| Synth Cell Area | `between 5000 and 6000 um2` |
| CP Data Arrival Time | `1720 ps` |
| Initial antenna violation count | `0` |
| Final setup viols | `8` |
| Slew Viols, Final | `0` |
| Max-slew headroom | `0.568` |
| Synth Flop Type | `edfxtp_1` |
| Crit path capture type | `output port` |
| Init Core Util | `0.418` |
| Flip-flops with a built-in enable | `between 100 and 150` |
| CTS Sinks | `128` |
kinds of logic (layout without fill, tap and decap cells):
logic type	after synthesis	in the layout	share of synthesized area
AND-OR/OR-AND	18	18	0.0266
buffers and inverters	17	102	0.0229
AND/OR/NAND/NOR	62	62	0.0564
multiplexers	41	41	0.144
flip-flops	128	128	0.750
layout make-up:
| class | count | share of cell area |
|---|---|---|
| Timing Repair Buffer | 72 | 0.0989 |
| Sequential cell | 128 | 0.596 |
| Clock buffer | 19 | 0.0671 |
| Clock inverter | 11 | 0.0190 |
| Tap cell | 168 | 0.0326 |
| Multi-Input combinational cell | 121 | 0.186 |
per-stage QoR:
stage / instance area (um2) / utilization / power, mW / std cells
global placement: 5860 / 0.478 / 3.59 / 486
floorplan: 5150 / - / 3.38 / 266
detailed placement: 5860 / 0.478 / 3.60 / 486
CTS: 6430 / 0.524 / 6.67 / 519
global route: 6450 / 0.526 / 6.84 / 519
finish: 6450 / 0.526 / 6.62 / 519
routing by layer:
| metal | global-route usage | part of all wire | vias to the layer above | routed length, um |
|---|---|---|---|---|
| met4 | 0.0320 | 0.0099 | 0 | 109 |
| li1 | - | - | 1230 | - |
| met2 | 0.280 | 0.46 | 136 | 5050 |
| met1 | 0.287 | 0.40 | 1315 | 4370 |
| met3 | 0.140 | 0.14 | 8 | 1530 |
| met5 | 0 | 0 | - | 0 |
layout by cell type, fill, tap and decap left out, types with 4 or more instances in the layout:
master / instances
edfxtp_1: 128
buf_4: 41
nand2_1: 26
mux4_2: 23
mux2i_1: 17
clkbuf_16: 17
nor2_1: 13
clkdlybuf4s50_1: 9
nand4_1: 8
buf_2: 8
o211ai_1: 7
clkinv_1: 6
a32oi_1: 5
buf_6: 5
nor3_2: 4
buf_12: 4
worst max-delay path, cell delays in order (launching register included):
cell and delay [ps]:
edfxtp_1 370, mux4_2 520, a32oi_1 200, o211ai_1 100
buf_2 120
timing repair:
action | 4_1_cts | 5_1_grt
pin swaps | 15 | 15
buffers inserted | 2 | 0
gates resized | 57 | 5
endpoints found under the setup margin | 8 | 8
hold buffers | 0 | 0
endpoints found under the hold margin | 0 | 0
cloned | 1 | 0
path summary, 6_finish.rpt:
kind	startpoint	to	slack, ps	depth (start not counted)
worst max-delay path	dataMem[0][1]$_DFFE_PP_	data_out[1]	-200	4
worst min-delay path	data_in[2]	dataMem[5][2]$_DFFE_PP_	710	1
power groups by stage:
stage / Combinational, mW / Sequential [mW] / Clock [mW]
CTS: 0.405 / 3.15 / 3.12
global route: 0.441 / 3.15 / 3.25
finish: 0.406 / 3.15 / 3.06
synth_stat cells, types with 2 or more instances:
master    count  share of area
nor3_1        4         0.0039
buf_2         6         0.0059
mux4_1       11          0.056
mux4_2       12          0.053
nand4_1       8         0.0098
a32oi_1       7          0.012
nor2b_1       2         0.0024
nand2_1      26          0.019
mux2i_1      18          0.035
clkbuf_1      6         0.0044
nand2b_1      3         0.0037
o211ai_1      7          0.010
a21oi_1       2         0.0020
and2_1        2         0.0024
nor2_1       14          0.010
edfxtp_1    128           0.75
buf_6         4         0.0088
Power figures rest on the tool's default switching activity, not on a simulated workload.
